**flow/design.v**
```verilog
module counter #(
  parameter int unsigned Width = 8,
  parameter logic [Width-1:0] ResetValue = {Width{1'b0}}
) (
  input  logic             clk_i,
  input  logic             rst_ni,
  input  logic             incr_en_i,
  input  logic             decr_en_i,
  input  logic [Width-1:0] step_i,
  output logic [Width-1:0] cnt_o
);
  logic [Width-1:0] cnt_d, cnt_q;
  logic             incr_en, decr_en;
  logic [Width:0]   ext_cnt;
  logic             uflow, oflow;
  logic [Width-1:0] cnt_sat;
  logic             cnt_en;
  logic             cnt_min, cnt_max;
  assign incr_en = incr_en_i;
  assign decr_en = decr_en_i;
  assign ext_cnt = (decr_en) ? {1'b0, cnt_q} - {1'b0, step_i} :
                   (incr_en) ? {1'b0, cnt_q} + {1'b0, step_i} :
                               {1'b0, cnt_q};
  assign oflow = incr_en && ext_cnt[Width];
  assign uflow = decr_en && ext_cnt[Width];
  assign cnt_sat = (uflow) ? '0            :
                   (oflow) ? {Width{1'b1}} : ext_cnt[Width-1:0];
  assign cnt_max = incr_en && !(&cnt_q);
  assign cnt_min = decr_en && !(cnt_q == '0);
  assign cnt_en = (incr_en ^ decr_en) && (cnt_max || cnt_min);
  assign cnt_d = (cnt_en) ? cnt_sat : cnt_q;
  always_ff @(posedge clk_i or negedge rst_ni) begin : cnt_reg
    if (!rst_ni) begin
      cnt_q <= ResetValue;
    end else begin
      cnt_q <= cnt_d;
    end
  end
  assign cnt_o = cnt_q;
endmodule
module jop_alarm #(
  parameter int unsigned JopThreshold  = 100,
  parameter int unsigned StepUpValue   = 10,
  parameter int unsigned StepDownValue = 20
) (
  input  logic clk_i,
  input  logic rst_ni,
  input  logic instr_valid_i,
  input  logic is_ind_jump_i,
  output logic alarm_o
);
  localparam int unsigned CounterWidth = 32;
  logic [CounterWidth-1:0] cnt;
  logic [CounterWidth-1:0] cnt_step;
  logic cnt_inc, cnt_dec, cnt_en;
  assign cnt_en = instr_valid_i;
  assign cnt_inc = cnt_en && is_ind_jump_i;
  assign cnt_dec = cnt_en && ~is_ind_jump_i;
  assign cnt_step = (cnt_inc) ? StepUpValue
                              : StepDownValue;
  counter #(
    .Width      ( CounterWidth ),
    .ResetValue ( '0           )
  ) u_count (
    .clk_i,
    .rst_ni,
    .incr_en_i ( cnt_inc  ),
    .decr_en_i ( cnt_dec  ),
    .step_i    ( cnt_step ),
    .cnt_o     ( cnt      )
  );
  assign alarm_o = (cnt > JopThreshold);
endmodule
```
**flow/run.sh**
```bash
#!/bin/bash
# OpenROAD 26Q1-2900-gdf79404cd8, Yosys 0.63+post, stock flow scripts
make -C /OpenROAD-flow-scripts/flow DESIGN_CONFIG=/design/flow/config.mk WORK_HOME=/design/flow/orfs finish
```
**flow/config.mk**
```make
export PLATFORM = sky130hd
export DESIGN_NAME = jop_alarm
export DESIGN_NICKNAME = jop_alarm
export VERILOG_FILES = /design/flow/design.v
export SDC_FILE = /design/flow/constraint.sdc
export NUM_CORES = 4
export LEC_CHECK = 1
export CORE_UTILIZATION = 40
```
**flow/constraint.sdc**
```tcl
current_design jop_alarm

set clk_period 6.4
set clk_io_pct 0.2

create_clock -name clk0 -period $clk_period [get_ports {clk_i}]

set non_clock_inputs [all_inputs -no_clocks]
set_input_delay [expr $clk_period * $clk_io_pct] -clock clk0 $non_clock_inputs
set_output_delay [expr $clk_period * $clk_io_pct] -clock clk0 [all_outputs]
```
==> tab_implementation.tex <==
% Synthesis and place-and-route results
\begin{tabular}{lr}
\hline
Metric & Value \\
\hline
\multicolumn{2}{l}{\textbf{Route}} \\
Number of nets with antenna violations after detailed routing & 0 \\
Average wire length per cell after detail routing & around 20 um \\
Wirelength, routed & 8600 um \\
Ant diodes & 0 \\
Average via count per standard cell & 6.64 \\
Total via count after detailed routing & around 2800 \\
Remaining design rule violation count & 0 \\
Initial detailed-routing violation count & 229 \\
TritonRoute pass-1 iters & 5 \\
\multicolumn{2}{l}{\textbf{Setup path}} \\
Max stage delay on crit path & 0.85 ns \\
Gate family responsible for the most delay along the worst path & simple AND/OR/NAND/NOR gates \\
Critical path class & in2reg \\
Startpoint types & input pin \\
Largest fanout on the critical path & 17 \\
Data required, critical path & 6.53 ns \\
Worst Path Arrival & 5.20 ns \\
Buffer-and-inverter tally for the worst setup path & 1 \\
Crit path capture type & flip-flop \\
Critical path, cell by cell & clkdlybuf4s50\_1, nand2\_1, ha\_1, a41oi\_1, a21boi\_0, or2\_2, nor4b\_4, nand2\_1, o21ai\_0, a41oi\_1 \\
Slowest stage cell, crit path & sky130\_fd\_sc\_hd\_\_clkdlybuf4s50\_1 \\
\multicolumn{2}{l}{\textbf{Timing}} \\
Min cycle time layout & $\sim$5.1 ns \\
FMAX & around 200 MHz \\
Final setup fails & 0 \\
Worst-margin pin slew & 0.958 ns \\
Final number of max-transition violations & 0 \\
Clock skew after layout & 0.00976 ns \\
Unrepaired setup endpoints after global routing & no \\
Setup tns final & 0 ns \\
Max-Slew Margin vs Limit & 0.359 \\
Hold Violations, Final & 0 \\
Tcrit/Tclk final & 0.793 \\
\multicolumn{2}{l}{\textbf{Logic synthesis}} \\
Chip area in the Yosys report & 2770 um\^{}2 \\
Synth Flop Type & sky130\_fd\_sc\_hd\_\_dfrtp\_1 \\
XOR Share, Synth & 0.0284 \\
Simple-gate share of the synthesized area & 0.329 \\
Yosys warns & 1 \\
Yosys cell count & 358 \\
Top logic family & simple AND/OR/NAND/NOR gates \\
Synthesized area & 2770 um\^{}2 \\
Average footprint of a synthesized cell & 7.75 um\^{}2 \\
Number of distinct standard cells referenced by the synthesized netlist & 55 \\
Post-synthesis register bit count & 32 \\
Async set-reset flop share out of synthesis & 1.00 \\
Adder and majority cell fraction of the synthesized area & 0.0253 \\
Compound Share, Synth & 0.243 \\
Number of instances in the synthesized netlist & 358 \\
Share of the yosys chip area belonging to registers & 0.289 \\
Fraction of synthesized area in multiplexers & 0.0262 \\
Number of flops mapped to enable cells by yosys & 0 \\
\multicolumn{2}{l}{\textbf{Layout}} \\
Fillcell total & 624 \\
Proportion of layout cells with a drive suffix above 1 & 0.0826 \\
Largest registers & u\_count.cnt\_q: 32 flops \\
Syn-to-layout area delta & 5.64\% \\
Number of flip-flops under the largest register name & 32 \\
Final Util & 0.449 \\
Final non-filler cell total & 428 \\
Largest register by flop count & u\_count.cnt\_q \\
Most common logic cells in the final layout & 33 x sky130\_fd\_sc\_hd\_\_nor2\_1, 32 x sky130\_fd\_sc\_hd\_\_nand2\_1, 32 x sky130\_fd\_sc\_hd\_\_dfrtp\_1 \\
Final cell area excluding filler cells & slightly below 3000 um\^{}2 \\
Commonest non-fill, non-tap cell in the layout & sky130\_fd\_sc\_hd\_\_nor2\_1 \\
\multicolumn{2}{l}{\textbf{Floorplanning}} \\
Core area & $\sim$6500 um\^{}2 \\
Area of the die & 7270 um\^{}2 \\
Vertical extent of the die & 85.3 um \\
Die boundary width & 85.3 um \\
\# rows & 29 \\
Floorplan utilization & 0.425 \\
Number of placed I/O pins & 5 \\
\multicolumn{2}{l}{\textbf{Clock tree}} \\
Clock slew at the register clock pins of the worst setup and hold paths & about 0.070 ns \\
Post\_cts resized & 0 \\
H-tree level count & 2 \\
Clk sinks & 32 \\
Library cell used as clock root buffer & sky130\_fd\_sc\_hd\_\_clkbuf\_8 \\
Number of buffers inserted by post-CTS setup repair & 0 \\
TritonCTS clock tree & built \\
Deepest clock path buffer count & 2 \\
Insertion delay to the later sink of the worst-skew pair & 0.29 ns \\
CTS buffer count & 5 \\
Number of hold buffers added after CTS & 0 \\
\multicolumn{2}{l}{\textbf{Placement}} \\
Routability congestion estimate from global placement & 0.964 \\
Placed Cells & around 420 \\
Placed wire-length estimate after detailed placement & approximately 6000 um \\
Instance area after placement & approximately 2800 um\^{}2 \\
Number of input and output port buffers inserted & 4 \\
\multicolumn{2}{l}{\textbf{Pwr}} \\
Clock network power share & 0.185 \\
Logic gate share of total power & 0.403 \\
Internal power summed over all cells & 504 uW \\
Flop pwr share & 0.412 \\
Tot Pwr & 913 uW \\
Net load switching power & 409 uW \\
PwrDens & around 310 nW/um\^{}2 \\
IR drop worst, VDD & 0.183 mV \\
Net switching share of the total power & 0.448 \\
Static power due to leakage & around 0.0012 uW \\
\multicolumn{2}{l}{\textbf{Worst hold path}} \\
Worst min-delay path category & reg2reg \\
\multicolumn{2}{l}{\textbf{Global route}} \\
Antenna violations before repair & 0 \\
Wire length of the first global-routing pass & about 14000 um \\
Number of global-route vias before repair & 2546 \\
Maximum number of pins on one net before global-route repair & 34 \\
All-layer global routing usage & 0.255 \\
GRT overflow & 0 \\
\multicolumn{2}{l}{\textbf{Status}} \\
Status & finished, final reports clean \\
\multicolumn{2}{l}{\textbf{Flow run}} \\
Number of warnings in the stage logs & 25 \\
Max-Cap Viols & 0 \\
\hline
\end{tabular}
power by group through the flow:
stage / Clock (uW) / Sequential [uW] / Combinational [uW]
4_1_cts: 173 / 372 / 360
5_1_grt: 179 / 390 / 406
6_report: 169 / 376 / 368
through the flow:
step                      hold slack (ns)  setup slack (ns)
after floorplan                     0.520              2.58
after global placement              0.582              1.35
after detailed placement            0.588              1.14
after CTS                           0.608              1.43
after global routing                0.645              1.05
final                               0.608              1.33
cell usage after synthesis, drive strengths merged, types with 2 or more instances:
| library cell | n | share of area |
|---|---|---|
| nor4 | 16 | 0.036 |
| nand2b | 3 | 0.0068 |
| and3 | 4 | 0.0090 |
| nand2 | 32 | 0.043 |
| clkbuf | 18 | 0.024 |
| nor4b | 2 | 0.012 |
| or4 | 5 | 0.018 |
| nand4 | 13 | 0.029 |
| mux2i | 5 | 0.018 |
| nor3 | 12 | 0.022 |
| buf | 7 | 0.019 |
| and2 | 6 | 0.014 |
| a21oi | 15 | 0.027 |
| a211o | 3 | 0.0095 |
| o22ai | 5 | 0.011 |
| and4 | 5 | 0.016 |
| nor2b | 3 | 0.0068 |
| xor2 | 3 | 0.0095 |
| or2 | 8 | 0.018 |
| o21ai | 25 | 0.045 |
| inv | 11 | 0.015 |
| a21o | 4 | 0.011 |
| or3 | 3 | 0.0068 |
| nor2 | 33 | 0.045 |
| xnor2 | 6 | 0.019 |
| o41ai | 2 | 0.0063 |
| mux2 | 2 | 0.0081 |
| dfrtp | 32 | 0.29 |
| nand3 | 20 | 0.036 |
| o22a | 3 | 0.0095 |
| a22oi | 2 | 0.0054 |
| ha | 4 | 0.018 |
| o211a | 7 | 0.025 |
| a31oi | 9 | 0.020 |
| nand3b | 2 | 0.0054 |
| o21a | 5 | 0.014 |
| a211oi | 5 | 0.014 |
| a41oi | 6 | 0.019 |
layout make-up:
class,count,area [um^2],share of cell area
Clock buffer,8,90.1,0.0307
Tap cell,77,96.3,0.0329
Multi-Input combinational cell,289,1810,0.619
Timing Repair Buffer,10,85.1,0.0290
Sequential cell,32,801,0.273
Inverter,12,45.0,0.0154
cell families (layout without fill, tap and decap cells):
group / count (synthesis) / count (layout)
simple gates: 169 / 169
compound gates: 99 / 99
mux: 7 / 7
fa+ha+maj: 5 / 5
buf+inv: 37 / 30
flops: 32 / 32
xor+xnor: 9 / 9
worst paths after layout:
path / start / depth (start not counted) / to / slack (ns)
min in group asynchronous: rst_ni / 2 / u_count.cnt_q[1] / 1.39
max in group asynchronous: rst_ni / 2 / u_count.cnt_q[13] / 4.67
min reg2reg: u_count.cnt_q[19] / 2 / u_count.cnt_q[19] / 0.61
min: u_count.cnt_q[19] / 2 / u_count.cnt_q[19] / 0.61
max: instr_valid_i / 10 / u_count.cnt_q[31] / 1.33
max reg2reg: u_count.cnt_q[24] / 7 / u_count.cnt_q[31] / 2.56
worst register-to-register path, stage by stage (launching register included):
cell and delay, ns:
sky130_fd_sc_hd__dfrtp_1 0.47, sky130_fd_sc_hd__or4_4 0.59, sky130_fd_sc_hd__or4_4 0.52, sky130_fd_sc_hd__or4_4 0.53
sky130_fd_sc_hd__nor4b_4 0.87, sky130_fd_sc_hd__nand2_1 0.46, sky130_fd_sc_hd__o21ai_0 0.18, sky130_fd_sc_hd__a41oi_1 0.06
layer usage:
metal / up-vias / track usage / routed length (um) / part of all wire
met4: 0 / 0.0470 / 190 / 0.022
met2: 129 / 0.378 / 3620 / 0.42
met1: 1368 / 0.406 / 4160 / 0.48
met5: - / 0 / 0 / 0
met3: 12 / 0.0424 / 632 / 0.073
li1: 1335 / - / - / -
No activity file was given, so power comes from the tool's default toggle rates.
